### ./constraint.sdc
current_design PxAllocator

set clk_period 3.3
set clk_io_pct 0.2

create_clock -name clk0 -period $clk_period [get_ports {clk}]

set non_clock_inputs [all_inputs -no_clocks]
set_input_delay [expr $clk_period * $clk_io_pct] -clock clk0 $non_clock_inputs
set_output_delay [expr $clk_period * $clk_io_pct] -clock clk0 [all_outputs]
### ./design.v
module PxAllocator(
    input clk,
    input rst_n,
    input push_col,
    input pop_col,
    input flush,
    input [79:0] px_row,  
	input [127:0] px_col,  
    input [127:0] dec_px_in,
    input  [7:0] dec_enabled, 
    input  [7:0] px_VLD,
    output reg px_RDY,
    output [127:0] out_pixels 
);
    reg [15:0] col_cnt, next_col_cnt;
    wire [9:0] d0_row, d1_row, d2_row, d3_row, d4_row, d5_row, d6_row, d7_row;
    wire [15:0] d0_col, d1_col, d2_col, d3_col, d4_col, d5_col, d6_col, d7_col;
    assign {d0_row, d1_row, d2_row, d3_row, d4_row, d5_row, d6_row, d7_row} = px_row;
    assign {d0_col, d1_col, d2_col, d3_col, d4_col, d5_col, d6_col, d7_col} = px_col;
    reg [15:0] r0_values[0:15]; 
    reg [15:0] r1_values[0:15];
    reg [15:0] r2_values[0:15];
    reg [15:0] r3_values[0:15];
    reg [15:0] r4_values[0:15];
    reg [15:0] r5_values[0:15];
    reg [15:0] r6_values[0:15];
    reg [15:0] r7_values[0:15];
    reg [3:0] tail, next_tail;
    reg [3:0] head, next_head;
    reg [4:0] dat_cnt, next_dat_cnt;
    wire [127:0] colBufWire;
    assign colBufWire = {r0_values[tail], r1_values[tail], r2_values[tail], r3_values[tail], r4_values[tail], r5_values[tail], r6_values[tail], r7_values[tail]};
    assign out_pixels = {r0_values[head], r1_values[head], r2_values[head], r3_values[head], r4_values[head], r5_values[head], r6_values[head], r7_values[head]};
    reg [2:0] state, next_state;
    wire [7:0] decoderColChkUp;
    assign decoderColChkUp[0] = (col_cnt == d0_col) & (dec_enabled[0]); 
    assign decoderColChkUp[1] = (col_cnt == d1_col) & (dec_enabled[1]);
    assign decoderColChkUp[2] = (col_cnt == d2_col) & (dec_enabled[2]);
    assign decoderColChkUp[3] = (col_cnt == d3_col) & (dec_enabled[3]);
    assign decoderColChkUp[4] = (col_cnt == d4_col) & (dec_enabled[4]);
    assign decoderColChkUp[5] = (col_cnt == d5_col) & (dec_enabled[5]);
    assign decoderColChkUp[6] = (col_cnt == d6_col) & (dec_enabled[6]);
    assign decoderColChkUp[7] = (col_cnt == d7_col) & (dec_enabled[7]);
    localparam STA_IDLE = 3'd0;
    localparam STA_SKIP_ZERO_PIXELS = 3'd1;
    localparam STA_IF_SKIP_MORE_ZERO = 3'd2;
    localparam STA_SAVE_PIXELS = 3'd3;
    localparam STA_POP_COLUMNS = 3'd4;
    localparam STA_FLUSH_PARAMS = 3'd5;
    always @(posedge clk, negedge rst_n) begin
       if(~rst_n) begin
           state <= 3'd0;
           tail <= 4'd0;
           head <= 4'd0;
           dat_cnt <= 5'd0;
           col_cnt <= 16'd0;    
       end
       else begin
            state <= next_state;
            tail <= next_tail;
            head <= next_head;
            dat_cnt <= next_dat_cnt;
            col_cnt <= next_col_cnt;
       end
    end
    always @(posedge clk) begin
        case(state)
            STA_SKIP_ZERO_PIXELS: begin
                if(decoderColChkUp[0]) r0_values[tail] <= 16'd0;
                if(decoderColChkUp[1]) r1_values[tail] <= 16'd0;
                if(decoderColChkUp[2]) r2_values[tail] <= 16'd0;
                if(decoderColChkUp[3]) r3_values[tail] <= 16'd0;
                if(decoderColChkUp[4]) r4_values[tail] <= 16'd0;
                if(decoderColChkUp[5]) r5_values[tail] <= 16'd0;
                if(decoderColChkUp[6]) r6_values[tail] <= 16'd0;
                if(decoderColChkUp[7]) r7_values[tail] <= 16'd0;
            end
            STA_SAVE_PIXELS: begin
                out_pixels <= dec_px_in;
            end
        endcase
    end
    always @(state) begin
        case(state)
            STA_IDLE: begin
                if(flush) next_state <= STA_FLUSH_PARAMS;
                else if(push_col) begin
                    if(&(px_VLD | ~dec_enabled)) begin 
                        if(dat_cnt == 4'd16) next_state <= STA_IDLE; 
                        else if(|decoderColChkUp) next_state <= STA_SAVE_PIXELS; 
                        else next_state <= STA_SKIP_ZERO_PIXELS; 
                    end
                    else next_state <= STA_IDLE; 
                end
                else if(pop_col) next_state <= STA_POP_COLUMNS;
                else next_state <= STA_IDLE;
            end
            STA_SKIP_ZERO_PIXELS: begin
                next_state <= STA_IF_SKIP_MORE_ZERO;
            end
            STA_IF_SKIP_MORE_ZERO: begin
                if(dat_cnt == 5'd16) next_state <= STA_IDLE; 
                else if(|decoderColChkUp) next_state <= STA_SAVE_PIXELS; 
                else next_state <= STA_SKIP_ZERO_PIXELS; 
            end
            STA_SAVE_PIXELS: begin
                next_state <= STA_IDLE;
            end
            STA_POP_COLUMNS: begin
                if(pop_col) next_state <= STA_POP_COLUMNS;
                else next_state <= STA_IDLE;
            end
            STA_FLUSH_PARAMS: begin
                next_state <= STA_IDLE;
            end
            default: begin
                next_state <= 3'dx;
            end
        endcase
    end
    always @(state) begin
        case(state)
            STA_IDLE: begin
                next_col_cnt <= col_cnt;
                px_RDY <= 1'd0;
                next_head <= head;
                next_tail <= tail;
                next_dat_cnt <= dat_cnt;
            end
            STA_SKIP_ZERO_PIXELS: begin
                next_col_cnt <= col_cnt + 16'd1;
                px_RDY <= 1'd0;
                next_head <= head;
                next_tail <= tail;
                next_dat_cnt <= dat_cnt + 5'd1;
            end
            STA_IF_SKIP_MORE_ZERO: begin
                next_col_cnt <= col_cnt;
                px_RDY <= 1'd0;
                next_head <= head;
                next_tail <= tail;
                next_dat_cnt <= dat_cnt;
            end
            STA_SAVE_PIXELS: begin
                next_col_cnt <= col_cnt + 16'd1;
                px_RDY <= 1'd1;
                next_head <= head;
                next_tail <= tail;
                next_dat_cnt <= dat_cnt + 5'd1;
            end
            STA_POP_COLUMNS: begin
                next_col_cnt <= col_cnt;
                px_RDY <= 1'd0;
                next_head <= head + 1'd1;
                next_tail <= tail;
                next_dat_cnt <= dat_cnt - 5'd1;
            end
            STA_FLUSH_PARAMS: begin
                next_col_cnt <= 5'd0;
                px_RDY <= 1'd0;
                next_head <= 4'd0;
                next_tail <= 4'd0;
                next_dat_cnt <= 5'd0;
            end
            default: begin
                next_col_cnt <= 16'dx;
                px_RDY <= 1'dx;
                next_head <= 4'dx;
                next_tail <= 4'dx;
                next_dat_cnt <= 5'dx;
            end
        endcase
    end
endmodule
### ./config.mk
export PLATFORM = sky130hd
export DESIGN_NAME = PxAllocator
export DESIGN_NICKNAME = PxAllocator
export VERILOG_FILES = /design/flow/design.v
export SDC_FILE = /design/flow/constraint.sdc
export NUM_CORES = 4
export LEC_CHECK = 1
export CORE_AREA = 10 10 193 193
export DIE_AREA = 0 0 203 203
### ./run.sh
#!/bin/bash
# OpenROAD 26Q1-2900-gdf79404cd8, Yosys 0.63+post, stock flow scripts
make -C /OpenROAD-flow-scripts/flow DESIGN_CONFIG=/design/flow/config.mk WORK_HOME=/design/flow/orfs finish
==> results.py <==
# Flow results
metrics = {
    "status": {
        "status": "finished clean",
    },
    "power_and_ir_drop": {
        "power_density_nw_per_um2": 349.9,
        "p_sw_frac": 0.4239,
        "max-vdd-ir-drop_mv": 0.2739,
        "power.share.combinational": 0.559,
        "p_int_w": 0.001133,
        "p_switching_w": 0.0008334,
        "p_leak_nw": 2.606,
        "p_clk_frac": 0.147,
        "seq_power_share": 0.294,
    },
    "clock_network": {
        "post_cts_buffers": 0,
        "clock_latency_ns": 0.27,
        "cts_made_buffers": 3,
        "htreeDepth": 1,
        "cts_sinks": 27,
        "cts-root-buf": "clkbuf_16",
        "clock_path_buffers": 2,
        "tritoncts": "done",
        "hold_buffers": 0,
        "clk_pin_slew_ns": 0.07,
        "cts_resized": 0,
    },
    "sta": {
        "fin_crit_ns": 2.685,
        "fin_setup_tns_ns": 0,
        "drv_slew": 0,
        "setup_viol": 0,
        "rsz0062_at_grt": "false",
        "worst-slew-pin-transition_ns": 0.6738,
        "min_period_over_period": 0.8137,
        "fmax_mhz": 372.4,
        "relSlewSlack": 0.5467,
        "final_hold_viol_count": 0,
        "skew_ns": 0.009283,
    },
    "finish": {
        "stdcell_area_um2": 5619,
        "areaGrowthSynthToFinish_pct": 41.63,
        "drive_gt1_frac": 0.05939,
        "final_cells": 1065,
    },
    "global_routing": {
        "antenna_found_initial": 1,
        "grt_overflow": 0,
        "grt_pass1_wl_mm": 23.02,
        "track_usage": 0.07459,
        "grt_pass1_vias": 3640,
        "grt_start_max_net_pins": 28,
    },
    "yosys": {
        "syn_area_um2": 3968,
        "flop_cell": "dfrtp_1",
        "ys_seq_frac": 0.1706,
        "synthArstFlopShare": 1.000,
        "yosys.cell_types.count": 42,
        "numSynthFlops": 27,
        "synth-edff-count": 0,
        "syn_avg_cell_area_um2": 8.442,
        "synth_cells": 470,
        "synth_warnings": 259,
        "ys_cells": 470,
        "ys_area_um2": 3968,
    },
    "placed_design": {
        "place_area_um2": 5537,
        "io_buffers": 149,
        "gp_congestion": 0.8774,
        "placed_cells": 1061,
        "dp_hpwl_mm": 14.25,
    },
    "drt": {
        "n_antenna_cell": 0,
        "drt_iter0_markers": 110,
        "routed_wirelength_mm": 16.30,
        "routedWlPerCell_um": 15.30,
        "postRouteAntennaNets": 0,
        "num_vias": 3356,
        "remaining_drc_errors": 0,
        "drtPass1Iterations": 4,
        "viasPerCell": 3.151,
    },
    "die": {
        "fp.dieW_um": 203,
        "io_pins": 486,
        "coreArea_um2": 32780,
        "fp_util": 0.1210,
        "fp.dieArea_um2": 41210,
        "fp-row-count": 66,
        "die_h_um": 203,
    },
    "flow_run": {
        "tool_warnings": 233,
        "max_cap_viol_count": 0,
    },
    "min_path": {
        "hold_path.class": "reg -> reg",
        "min_path_cells": 0,
    },
    "setup_path": {
        "arrival_ns": 2.03,
        "setup.worst_path.start_class": "flip-flop",
        "required_ns": 2.64,
        "ff2ff_path_depth": 8,
        "setup.worst_path.class": "reg -> out",
        "path_max_fanout": 11,
        "end_kind": "output pin",
    },
}
==> cell families (layout without fill, tap and decap cells) <==
kind of cell / count (synthesis) / after routing / synth area share
other: 1 / 128 / 0.0009452
AOI/OAI and AO/OA: 28 / 28 / 0.04573
muxes: 1 / 1 / 0.002838
adders and majority gates: 5 / 5 / 0.01766
xor gates and xnor gates: 143 / 143 / 0.3157
and+or+nand+nor: 107 / 107 / 0.1574
buffers and inverters: 158 / 184 / 0.2892
DFF: 27 / 27 / 0.1706
==> power groups by stage <==
| stage | logic (W) | registers [W] | clock network [W] |
|---|---|---|---|
| after CTS | 0.00111 | 0.000579 | 0.000295 |
| after global routing | 0.00121 | 0.000594 | 0.000312 |
| final | 0.00110 | 0.000578 | 0.000289 |
==> critical path, cell delays in order, from the launching register on <==
cell and delay (ns):
dfrtp_1 0.49, or3_4 0.47, nor3_1 0.24, clkdlybuf4s50_1 0.56
==> layer usage <==
layer / vias to the layer above / wire (um) / global-route usage
met5: - / 7 / 0
met4: 2 / 220 / 0.008527
met3: 10 / 1593 / 0.02769
met2: 225 / 7157 / 0.1182
met1: 1525 / 7317 / 0.09782
li1: 1594 / - / -
==> synthesized netlist by cell type, types with 3 or more instances <==
library cell / count / area, um^2
a21o_1: 4 / 30.03
a21oi_1: 6 / 30.03
buf_4: 141 / 1059
buf_6: 3 / 33.78
dfrtp_1: 26 / 650.6
ha_1: 4 / 50.05
inv_1: 9 / 33.78
nand2_1: 15 / 56.30
nand3_1: 8 / 40.04
nand4_1: 10 / 62.56
nor2_1: 15 / 56.30
nor2b_1: 3 / 18.77
nor3_1: 13 / 65.06
nor4_1: 26 / 162.7
o21ai_0: 6 / 30.03
o22ai_1: 4 / 25.02
o32ai_1: 4 / 35.03
xnor2_1: 10 / 87.58
xor2_1: 133 / 1165
==> through the flow <==
| stage | hold slack, ns | setup WS, ns | utilization | power [W] |
|---|---|---|---|---|
| after global placement | 0.3597 | 0.4003 | 0.1689 | 0.001685 |
| final | 0.3796 | 0.6148 | 0.1714 | 0.001966 |
| after detailed placement | 0.3633 | 0.4005 | 0.1689 | 0.001687 |
| after global routing | 0.3946 | 0.4894 | 0.1714 | 0.002119 |
| after floorplan | 0.3548 | 1.578 | - | 0.001327 |
| after CTS | 0.3786 | 0.5590 | 0.1714 | 0.001986 |
==> state kept, by name, indices dropped and copies added (netlist names) <==
signal   cells
col_cnt     16
dat_cnt      5
state        6
==> path summary, 6_finish.rpt <==
kind,startpoint,end,slack (ns)
max in group asynchronous,rst_n,state[0],2.19
min in group asynchronous,rst_n,state[4],0.79
setup reg to reg,col_cnt[10],state[3],0.87
setup / recovery,state[1],px_RDY,0.61
hold reg to reg,state[3],state[2],0.38
hold / removal,state[3],state[2],0.38
==> area by class of cell <==
cell class / instances / area, um^2
Inverter: 10 / 37.54
Timing Repair Buffer: 170 / 1649
Tap cell: 442 / 553.0
Multi-Input combinational cell: 412 / 2620
Sequential cell: 27 / 676.9
Fill cell: 3676 / 27160
Clock buffer: 3 / 75.07
Clock inverter: 1 / 7.507
==> cells in the final DEF (no fill, tap or decap), drive strengths merged, types with 3 or more instances in the layout <==
master	netlist	layout
clkdlybuf4s50	0	149
xor2	133	133
conb	1	128
nor4	29	29
dfrtp	26	26
buf	146	21
nor2	18	18
nand2	15	15
nor3	13	13
nand4	10	10
xnor2	10	10
inv	9	9
nand3	9	9
o21ai	7	7
a21oi	6	6
o22ai	4	4
o32ai	4	4
a21o	4	4
ha	4	4
nor2b	3	3
clkbuf	2	3
Power is estimated from default activity; no workload was simulated.
