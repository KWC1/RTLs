File: flow/constraint.sdc
current_design InputTracker

set clk_period 11887.7
set clk_io_pct 0.2

create_clock -name clk0 -period $clk_period [get_ports {clk}]

set non_clock_inputs [all_inputs -no_clocks]
set_input_delay [expr $clk_period * $clk_io_pct] -clock clk0 $non_clock_inputs
set_output_delay [expr $clk_period * $clk_io_pct] -clock clk0 [all_outputs]
File: flow/run.sh
#!/bin/bash
# OpenROAD 26Q1-2900-gdf79404cd8, Yosys 0.63+post, stock flow scripts
make -C /OpenROAD-flow-scripts/flow DESIGN_CONFIG=/design/flow/config.mk WORK_HOME=/design/flow/orfs finish
File: flow/config.mk
export PLATFORM = sky130hd
export DESIGN_NAME = InputTracker
export DESIGN_NICKNAME = InputTracker
export VERILOG_FILES = /design/flow/design.v
export SDC_FILE = /design/flow/constraint.sdc
export NUM_CORES = 4
export LEC_CHECK = 1
export CORE_UTILIZATION = 30
export SYNTH_MEMORY_MAX_BITS = 65536
File: flow/design.v
module InputTracker(
	input clk,
	input rst_n,
	input [19:0] din,
	input read, 
	input write, 
	output [19:0] d0_addr,
	output [19:0] d1_addr,
	output [19:0] d2_addr,
	output [19:0] d3_addr,
	output [19:0] d4_addr,
	output [19:0] d5_addr,
	output [19:0] d6_addr,
	output [19:0] d7_addr
);
	localparam [1:0] INIT = 2'd0; 
	localparam [1:0] NO_OP = 2'd1;
	localparam [1:0] READ = 2'd2;
	localparam [1:0] WRITE = 2'd3;
	reg [1:0] state;
	reg [1:0] next_state;
	reg [8:0] head, tail;
	reg [8:0] next_head, next_tail;
	reg [19:0] BUFFER[0:511]; 
	assign d0_addr = BUFFER[{head + 8'd0}];
	assign d1_addr = BUFFER[{head + 8'd1}];
	assign d2_addr = BUFFER[{head + 8'd2}];
	assign d3_addr = BUFFER[{head + 8'd3}];
	assign d4_addr = BUFFER[{head + 8'd4}];
	assign d5_addr = BUFFER[{head + 8'd5}];
	assign d6_addr = BUFFER[{head + 8'd6}];
	assign d7_addr = BUFFER[{head + 8'd7}];
	always @(posedge clk, negedge rst_n) begin
		if(~rst_n) begin
			state <= 2'd0;
			head <= 9'd0;
			tail <= 9'd0;
		end
		else begin
			state <= next_state;
			head <= next_head;
			tail <= next_tail;
		end
	end
	always @(read, write) begin
		case ({read, write})
			2'b00: 
				next_state <= NO_OP;
			2'b10: 
				next_state <= READ;
			2'b01: 
				next_state <= WRITE;
			2'b11: 
				next_state <= NO_OP;
			default:
				next_state <= 2'dx;
		endcase
	end
	always @(posedge clk) begin
		if({write, read} == 2'b10) BUFFER[tail] <= din;
	end
	always @(read, write, head, tail, din) begin
		if({write, read} == 2'b00 || {write, read} == 2'b11) begin 
				next_head <= head;
				next_tail <= tail;
		end
		else if(write == 1'b1) begin 
				next_head <= head;
				next_tail <= tail + 1'b1;
		end
		else if(read == 1'b1) begin
				next_head <= head + 2'd2; 
				next_tail <= tail;
		end
		else begin 
			{next_head, next_tail} = 18'dx;
		end
	end	
endmodule
==> impl_results.html <==
<p>Metrics extracted from the flow reports.</p>
<table>
<tr><th>Metric</th><th>Value</th></tr>
<tr><th colspan="2">Synth</th></tr>
<tr><td>Cell area after synthesis</td><td>640000 sq um</td></tr>
<tr><td>Number of storage elements in the synthesis netlist</td><td>10300</td></tr>
<tr><td>Top FF cell, synth</td><td>sky130_fd_sc_hd__edfxtp_1</td></tr>
<tr><td>Asr flop ratio synth</td><td>0.166%</td></tr>
<tr><td>Yosys cell types</td><td>80</td></tr>
<tr><td>Cells in synth_stat.txt</td><td>35000</td></tr>
<tr><td>Post-Synthesis Mean Instance Area</td><td>18.3 sq um</td></tr>
<tr><td>Post-synth tally of flip-flops with integrated enable</td><td>10200</td></tr>
<tr><td>Part of the Yosys area used for sequential elements</td><td>48.1%</td></tr>
<tr><td>Area reported by Yosys stat</td><td>640000 sq um</td></tr>
<tr><td>Count of synthesis-stage warnings from yosys</td><td>1</td></tr>
<tr><td>Synthesized netlist cell count</td><td>35000</td></tr>
<tr><th colspan="2">Place</th></tr>
<tr><td>Detailed placer's ending HPWL</td><td>2060000 um</td></tr>
<tr><td>Pre-CTS worst setup slack</td><td>9499190 ps</td></tr>
<tr><td>Number of I/O port buffers</td><td>183</td></tr>
<tr><td>Final weighted congestion in routability-driven placement</td><td>1.03</td></tr>
<tr><th colspan="2">STA</th></tr>
<tr><td>Time the final worst path needs with I/O delays and setup</td><td>2390170 ps</td></tr>
<tr><td>Max-slew violation count</td><td>42</td></tr>
<tr><td>Relative slew margins</td><td>-22.9%</td></tr>
<tr><td>Hold Fails Final Rpt</td><td>0</td></tr>
<tr><td>Total Negative Setup Slacks</td><td>0 ps</td></tr>
<tr><td>Worst-case clock skew</td><td>149 ps</td></tr>
<tr><td>Worst Tran Pin Value</td><td>1840 ps</td></tr>
<tr><td>Unrepaired setup endpoints after global routing</td><td>false</td></tr>
<tr><td>Fin worst setup slack</td><td>9497530 ps</td></tr>
<tr><td>Final setup fails</td><td>0</td></tr>
<tr><td>Hold WS</td><td>571 ps</td></tr>
<tr><td>Maximum clock frequency</td><td>0.000418 GHz</td></tr>
<tr><td>Final cycle utilization of the critical path</td><td>20.1%</td></tr>
<tr><th colspan="2">Worst setup path</th></tr>
<tr><td>Arrival time of the worst setup path</td><td>12640 ps</td></tr>
<tr><td>Critical Path Fanout Max</td><td>96</td></tr>
<tr><td>Worst path cell trace</td><td>buf_4 &gt; buf_12 &gt; buf_4 &gt; buf_4 &gt; buf_4 &gt; buf_4 &gt; buf_4 &gt; buf_4 &gt; buf_4 &gt; mux4_2 &gt; mux4_2 &gt; nand2_1 &gt; nand3_1 &gt; nand4_1 &gt; buf_4 &gt; nor3_2 &gt; clkdlybuf4s50_1</td></tr>
<tr><td>CP Launch Type</td><td>flop</td></tr>
<tr><td>Startpoint of the most critical register-to-register path</td><td>tail[2]$_DFFE_PN0P_</td></tr>
<tr><td>Cell type of the slowest stage on the worst timing path</td><td>sky130_fd_sc_hd__nand4_1</td></tr>
<tr><td>Dominant cell type by count on the critical path</td><td>sky130_fd_sc_hd__buf_4</td></tr>
<tr><td>Slowest Stage Delay on Critical Path</td><td>1210 ps</td></tr>
<tr><td>Top cell family by delay on the critical path</td><td>buffers and inverters</td></tr>
<tr><td>Critical Path Sink Type</td><td>output port</td></tr>
<tr><td>CP Buf/Inv Count</td><td>11</td></tr>
<tr><td>Data required time at the worst endpoint</td><td>9510160 ps</td></tr>
<tr><td>Worst Setup SP</td><td>head[1]$_DFFE_PN0P_</td></tr>
<tr><td>Worst Setup Path Type</td><td>reg -&gt; out</td></tr>
<tr><th colspan="2">Clock network</th></tr>
<tr><td>Library cell used as clock root buffer</td><td>sky130_fd_sc_hd__clkbuf_16</td></tr>
<tr><td>Cts-stage hold buffer count</td><td>0</td></tr>
<tr><td>Largest buffer count on any clock path</td><td>6</td></tr>
<tr><td>Total CTS buffers</td><td>1292</td></tr>
<tr><td># clock sinks</td><td>10300</td></tr>
<tr><td>Cts repair resizes</td><td>0</td></tr>
<tr><td>Setup bufs post-CTS</td><td>0</td></tr>
<tr><td>Worst-path clk slew</td><td>60 ps</td></tr>
<tr><td>H-tree levels</td><td>7</td></tr>
<tr><td>Late-Pin Clk Latency</td><td>1430 ps</td></tr>
<tr><td>CTS tree</td><td>yes</td></tr>
<tr><th colspan="2">Routing</th></tr>
<tr><td>Violation count after the first detailed-route iteration</td><td>38300</td></tr>
<tr><td>Wire length reported by the detailed router</td><td>3050000 um</td></tr>
<tr><td>1st-pass router iterations</td><td>8</td></tr>
<tr><td>Antenna violation net count after detailed routing</td><td>0</td></tr>
<tr><td>Avg WL per Cell</td><td>46.3 um</td></tr>
<tr><td>Detailed-route DRC error count</td><td>0</td></tr>
<tr><td>Detail-routed via count per cell</td><td>6.54</td></tr>
<tr><td>Via count of the routed design</td><td>431000</td></tr>
<tr><th colspan="2">GRT</th></tr>
<tr><td>Total routing resource utilization after global routing</td><td>30.3%</td></tr>
<tr><td>Total gr overflow</td><td>0</td></tr>
<tr><td>Vias in the first global route</td><td>455000</td></tr>
<tr><td>Wire length of the first global-routing pass</td><td>4030000 um</td></tr>
<tr><td>Pin count of the biggest net entering global routing</td><td>120</td></tr>
<tr><td>Initial antenna violation count</td><td>422</td></tr>
<tr><th colspan="2">Final layout</th></tr>
<tr><td>Core occupancy in the finished layout</td><td>34.3%</td></tr>
<tr><td>Number of filler instances in the final layout</td><td>196000</td></tr>
<tr><td>Most common cell after layout, fill and taps aside</td><td>sky130_fd_sc_hd__mux4_2</td></tr>
<tr><td>Layout overhead on the synthesized area</td><td>14.2%</td></tr>
<tr><td>Most frequently placed logic cells in the final layout</td><td>11700 x sky130_fd_sc_hd__mux4_2, 10200 x sky130_fd_sc_hd__edfxtp_1, 3607 x sky130_fd_sc_hd__nand2_1</td></tr>
<tr><td>Fraction of layout instances using a drive strength above 1</td><td>47.3%</td></tr>
<tr><th colspan="2">Floorplan</th></tr>
<tr><td>Die Height</td><td>1460 um</td></tr>
<tr><td>Die x size</td><td>1460 um</td></tr>
<tr><td>Core ar.</td><td>2130000 sq um</td></tr>
<tr><td>Area of the chip</td><td>2140000 sq um</td></tr>
<tr><td>Top-level port count</td><td>184</td></tr>
<tr><td>Row Count</td><td>536</td></tr>
<tr><td>Initial standard-cell utilization of the core</td><td>30.1%</td></tr>
<tr><th colspan="2">Min path</th></tr>
<tr><td>Worst hold path type</td><td>reg -&gt; reg</td></tr>
<tr><td>Hold path start</td><td>tail[5]$_DFFE_PN0P_</td></tr>
<tr><th colspan="2">Status</th></tr>
<tr><td>Violated checks</td><td>capacitance limit, slew limit</td></tr>
<tr><td>Outcome</td><td>finished with violations</td></tr>
<tr><th colspan="2">Power</th></tr>
<tr><td>Power, Total</td><td>0.000248 W</td></tr>
<tr><td>Worst voltage drop across the vdd grid</td><td>0.000326 mV</td></tr>
<tr><td>Power per Cell Area</td><td>0.340 nW/um^2</td></tr>
<tr><td>Leakage power</td><td>222 nW</td></tr>
<tr><th colspan="2">Run</th></tr>
<tr><td>Max-capacitance violation count</td><td>3</td></tr>
<tr><td>Total number of warnings across the stage logs</td><td>76</td></tr>
</table>
## logic make-up after synthesis
group / Yosys count / share of synthesized area [%]
buffers and inverters: 3691 / 2.86
AND-OR/OR-AND: 2176 / 2.38
XOR/XNOR: 40 / 0.0594
adder cells (fa/ha/maj): 9 / 0.0176
AND/OR/NAND/NOR: 6292 / 4.12
multiplexers: 12500 / 42.4
flip-flops: 10300 / 48.1
## flip-flops by register name (all words and copies together) (netlist names)
signal / flops
head: 8
tail: 9
BUFFER: 10240
## synth_stat cells, drive strengths merged (7+ instances only)
cell type / n / area (sq um)
buf: 2465 / 13700
dfrtp: 17 / 425
clkbuf: 1213 / 4550
a21oi: 461 / 2310
nor2b: 15 / 93.8
a221oi: 88 / 771
o2111a: 17 / 191
and3: 254 / 1590
nor3: 126 / 636
o21ai: 134 / 671
a211o: 28 / 245
nand3: 738 / 3690
a211oi: 25 / 188
or3: 11 / 68.8
nor2: 1161 / 4360
xor2: 10 / 103
and2: 67 / 419
o211ai: 14 / 105
a22oi: 167 / 1250
and4: 27 / 236
edfxtp: 10200 / 307000
mux2i: 787 / 7880
o22a: 37 / 324
nand4: 182 / 1140
ha: 9 / 113
a32o: 65 / 651
nand2: 3655 / 13700
o22ai: 208 / 1300
a32oi: 195 / 1710
a22o: 21 / 184
a221o: 10 / 100
mux4: 11700 / 264000
nor4bb: 7 / 70.1
o221ai: 139 / 1230
inv: 13 / 48.8
xnor2: 30 / 278
a2111oi: 73 / 639
a311oi: 58 / 508
a31oi: 383 / 2400
nor4: 27 / 169
## worst reg2reg max path: cells and delay by family (launching register included)
| kind | cells | cell delay [ps] |
|---|---|---|
| flip-flops | 1 | 550 |
| buffers and inverters | 3 | 1480 |
| AND/OR/NAND/NOR | 3 | 2010 |
## layer usage
| metal | wire (um) | vias up | GRT usage (%) |
|---|---|---|---|
| met5 | 24900 | - | 11.6 |
| met4 | 375000 | 529 | 28.3 |
| met3 | 690000 | 9955 | 30.1 |
| met2 | 1240000 | 43800 | 38.6 |
| met1 | 721000 | 219000 | 24.3 |
| li1 | - | 158000 | - |
## power breakdown
group	switching (W)	internal (W)	total (W)	leakage, nW
clock network	0.0000161	0.0000227	0.0000389	19.7
registers	0.000000226	0.0000399	0.0000402	92.2
logic	0.000106	0.0000634	0.000169	110
## through the flow
step / area, sq um / instances
floorplan: 640000 / 35000
global placement: 687000 / 62600
detailed placement: 688000 / 62600
CTS: 728000 / 64800
global route: 730000 / 65500
finish: 731000 / 65900
## worst paths after layout
| kind | cells past startpoint | to | slack (ps) |
|---|---|---|---|
| min in group asynchronous | 2 | tail[0]$_DFFE_PN0P_ | 2376200 |
| min reg2reg | 1 | tail[5]$_DFFE_PN0P_ | 570 |
| min | 1 | tail[5]$_DFFE_PN0P_ | 570 |
| max in group asynchronous | 2 | head[1]$_DFFE_PN0P_ | 9511050 |
| max | 17 | d2_addr[19] | 9497530 |
| max reg2reg | 6 | BUFFER[69][7]$_DFFE_PP_ | 11883170 |
## cell type report
type / count / area (sq um) / share of cell area, %
inverters: 13 / 86.3 / 0.0118
multi-input cells: 21000 / 320000 / 43.7
repair buffers: 3064 / 24800 / 3.39
diodes: 1092 / 2730 / 0.374
clock inverters: 710 / 6610 / 0.904
well taps: 28200 / 35300 / 4.84
flip-flops and latches: 10300 / 308000 / 42.1
clock buffers: 1522 / 33800 / 4.62
Power and IR drop assume default switching activity.
