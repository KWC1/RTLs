==> design/flow/design.v <==
module SimpleFIFO(
	input clk,
	input rst_n,
	input read,
	input write,
	input [31:0] d_in,
	output [31:0] d_out,
	output full,  
	output empty,  
	output reg wr_ack,  
	output reg wr_err,  
	output reg rd_ack,  
	output reg rd_err,  
	output reg [4:0] data_count  
);
	localparam [2:0] INIT = 3'b000; 
	localparam [2:0] NO_OP = 3'b001;
	localparam [2:0] READ = 3'b010;
	localparam [2:0] RD_ERROR = 3'b011;
	localparam [2:0] WRITE = 3'b100;
	localparam [2:0] WR_ERROR = 3'b101;
	reg [2:0] state;
	reg [2:0] next_state;
	reg [4:0] next_data_count;
	reg [3:0] head, tail;
	reg [3:0] next_head, next_tail;
	reg [31:0] BUFFER[0:15]; 
	reg [31:0] next_data;
	assign full = (data_count == 5'd16)?1'b1:1'b0;
	assign empty = (data_count == 5'd0)?1'b1:1'b0;
	assign d_out = BUFFER[head];
	always @(posedge clk, negedge rst_n) begin
		if(~rst_n) {state, data_count, head, tail} <= 13'b000; 
		else begin 
			state <= next_state;
			data_count <= next_data_count;
			head <= next_head;
			tail <= next_tail;
			BUFFER[tail] <= next_data;
		end
	end
	always @(read, write, data_count, state) begin
		case ({read, write})
			2'b00: 
				next_state <= NO_OP;
			2'b10: 
				if(data_count > 0) next_state <= READ;
				else next_state <= RD_ERROR;
			2'b01: 
				if(data_count < 16) next_state <= WRITE;
				else next_state <= WR_ERROR;
			2'b11: 
				next_state <= NO_OP;
			default:
				next_state <= 3'bxxx;
		endcase
	end
	always @(read, write, data_count, head, tail, d_in) begin
		if({write, read} == 2'b00 || {write, read} == 2'b11) begin 
				next_head <= head;
				next_tail <= tail;
				next_data_count <= data_count;
				next_data <= BUFFER[tail];
		end
		else if(write == 1'b1) begin 
			if(data_count == 16) begin 
				next_head <= head;
				next_tail <= tail;
				next_data_count <= data_count;
				next_data <= BUFFER[tail];
			end
			else begin 
				next_head <= head;
				next_tail <= tail + 1'b1;
				next_data_count <= data_count + 1'b1;
				next_data <= d_in;
			end
		end
		else if(read == 1'b1) begin
			if(data_count == 0) begin 
				next_head <= head;
				next_tail <= tail;
				next_data_count <= data_count;
				next_data <= BUFFER[tail];
			end
			else begin 
				next_head <= head + 1'b1;
				next_tail <= tail;
				next_data_count <= data_count - 1'b1;
				next_data <= BUFFER[tail];
			end
		end
		else begin 
			{next_head, next_tail, next_data_count} = 15'bxxxx_xxxx_xxxx;
			next_data <= 32'dx;
		end
	end	
	always @(state) begin
		case(state)
			INIT:
				{wr_ack, wr_err, rd_ack, rd_err} = 4'b0000;
			NO_OP:
				{wr_ack, wr_err, rd_ack, rd_err} = 4'b0000;
			READ:
				{wr_ack, wr_err, rd_ack, rd_err} = 4'b0010;
			RD_ERROR: 
				{wr_ack, wr_err, rd_ack, rd_err} = 4'b0001;
			WRITE:
				{wr_ack, wr_err, rd_ack, rd_err} = 4'b1000;
			WR_ERROR:
				{wr_ack, wr_err, rd_ack, rd_err} = 4'b0100;
			default: 
				{wr_ack, wr_err, rd_ack, rd_err} <= 4'bx;
		endcase
	end
endmodule
module MemoryControl
(
	input clk,
	input rst_n,
	output [31:0] MEM_ADDR,
	output [31:0] MEM_DOUT,
	input  [31:0] MEM_DIN,
	output reg MEM_CEN,
	output reg MEM_WR,
	input [3:0] IDP_CMD,
	input [31:0] IDP_ADDR,
	input IDP_REQ,
	output MEM_IDP_SEL,
	input [3:0] CCM_CMD,
	input [31:0] CCM_ADDR,
	input CCM_REQ,
	output MEM_CCM_SEL,
	input [3:0] PRE_CMD,
	input [31:0] PRE_ADDR,
	input PRE_REQ,
	output MEM_PRE_SEL,
	input PRE_WR_BUF,
	input [31:0] PRE_DIN,
	input [3:0] TOP_CMD,
	input [31:0] TOP_ADDR,
	input TOP_REQ,
	output MEM_TOP_SEL,
	output [31:0] DOUT,
	output reg MEM_VLD,
	output reg MEM_FIN
);
	localparam STA_IDLE = 4'd0;
	localparam STA_SEL_REQ_WAIT = 4'd1;
	localparam STA_SEL_TOP = 4'd2;
	localparam STA_SEL_CCM = 4'd3;
	localparam STA_SEL_IDP = 4'd4;
	localparam STA_SEL_PRE = 4'd5;
	localparam STA_DECODE_CMD = 4'd6;
	localparam STA_READ_REQ = 4'd7;
	localparam STA_READ_WAIT = 4'd8;
	localparam STA_READ_BUFF = 4'd9;
	localparam STA_POP_RD_BUFF = 4'd10;
	localparam STA_WRT_REQ = 4'd11;
	localparam STA_WRT_WAIT = 4'd12;
	localparam STA_WRT_BUFF = 4'd13;
	reg [3:0] state, next_state;
	reg [3:0] SELECT_ORDER, next_SELECT_ORDER;
	reg [3:0] SELECTED_DEVICE, next_SELECTED_DEVICE;
	reg [3:0] DEV_CMD, next_DEV_CMD;
	reg [31:0] DEV_ADDR, next_DEV_ADDR;
	reg WrBufRead, RdBufRead, RdBufWrite;
	reg [3:0] waitCntr, next_wait_cntr;
	assign MEM_IDP_SEL = SELECTED_DEVICE[3];
	assign MEM_PRE_SEL = SELECTED_DEVICE[2];
	assign MEM_CCM_SEL = SELECTED_DEVICE[1];
	assign MEM_TOP_SEL = SELECTED_DEVICE[0];
	assign MEM_ADDR = DEV_ADDR;
	wire WrBuf_WRACK, WrBuf_RDACK;
	wire WrBuf_empty, WrBuf_full;
	SimpleFIFO _WrBuf(clk, rst_n, PRE_WR_BUF, WrBufRead, PRE_DIN, MEM_DIN, WrBuf_RDACK, WrBuf_WRACK);
	wire RdBuf_WRACK, RdBuf_RDACK;
	wire RdBuf_empty, RdBuf_full;
	wire [4:0] rdCnt;
	SimpleFIFO _RdBuf(clk, rst_n, RdBufRead, RdBufWrite, MEM_DOUT, DOUT, RdBuf_full, RdBuf_empty, RdBuf_RDACK, , RdBuf_WRACK, , rdCnt);
	always @(posedge clk, negedge rst_n) begin
		if(~rst_n) begin
			state <= 4'b0000;
			SELECT_ORDER <= 4'b1000;
			SELECTED_DEVICE <= 4'b0000;
			DEV_CMD <= 4'b0000;
			DEV_ADDR <= 32'd0;
			waitCntr <= 4'd0;
		end
		else begin
			state <= next_state;
			SELECT_ORDER <= next_SELECT_ORDER;
			SELECTED_DEVICE <= next_SELECTED_DEVICE;
			DEV_CMD <= next_DEV_CMD;
			DEV_ADDR <= next_DEV_ADDR;
			waitCntr <= next_wait_cntr;
		end
	end
	always @(*) begin
		case(state)
		STA_IDLE: begin
			if(IDP_REQ||TOP_REQ||CCM_REQ||PRE_REQ) next_state <= STA_SEL_REQ_WAIT;
			else next_state <= STA_IDLE;
		end
		STA_SEL_REQ_WAIT: begin
			if     ((SELECT_ORDER[0] == 1'b1 & TOP_REQ) || (TOP_REQ&~CCM_REQ&~IDP_REQ&~PRE_REQ)) next_state <= STA_SEL_TOP;
			else if((SELECT_ORDER[1] == 1'b1 & CCM_REQ) || (~TOP_REQ&CCM_REQ&~IDP_REQ&~PRE_REQ)) next_state <= STA_SEL_CCM;
			else if((SELECT_ORDER[2] == 1'b1 & IDP_REQ) || (~TOP_REQ&~CCM_REQ&IDP_REQ&~PRE_REQ)) next_state <= STA_SEL_IDP;
			else if((SELECT_ORDER[3] == 1'b1 & PRE_REQ) || (~TOP_REQ&~CCM_REQ&~IDP_REQ&PRE_REQ)) next_state <= STA_SEL_PRE;
			else next_state <= STA_SEL_REQ_WAIT;
		end
		STA_SEL_TOP: begin
			next_state <= STA_DECODE_CMD;
		end
		STA_SEL_CCM: begin
			next_state <= STA_DECODE_CMD;
		end
		STA_SEL_IDP: begin
			next_state <= STA_DECODE_CMD;
		end
		STA_SEL_PRE: begin
			next_state <= STA_DECODE_CMD;
		end
		STA_DECODE_CMD: begin
			if(DEV_CMD[3] == 1'b0) next_state <= STA_READ_REQ; 
			else next_state <= STA_WRT_REQ; 
		end
		STA_READ_REQ: begin 
			next_state <= STA_READ_WAIT;
		end
		STA_READ_WAIT: begin 
			if(waitCntr == 4'd15) next_state <= STA_READ_BUFF;
			else next_state <= STA_READ_WAIT;
		end
		STA_READ_BUFF: begin 
			if(DEV_CMD[2:0] > 0) next_state <= STA_READ_REQ; 
			else next_state <= STA_POP_RD_BUFF; 
		end
		STA_POP_RD_BUFF: begin
			if(rdCnt == 1) next_state <= STA_IDLE; 
			else next_state <= STA_POP_RD_BUFF;
		end
		STA_WRT_REQ: begin
			next_state <= STA_WRT_WAIT;
		end
		STA_WRT_WAIT: begin
			next_state <= STA_WRT_BUFF;
		end
		STA_WRT_BUFF: begin
			if(DEV_CMD[2:0] > 0) next_state <= STA_WRT_REQ; 
			else next_state <= STA_IDLE; 
		end
		default: 
			next_state <= 4'dx;
		endcase
	end
	always @(*) begin
		case(state)
		STA_IDLE: begin
			next_SELECT_ORDER <= SELECT_ORDER;
			next_SELECTED_DEVICE <= SELECTED_DEVICE;
			next_DEV_CMD <= DEV_CMD;
			next_DEV_ADDR <= DEV_ADDR;
			MEM_CEN <= 1'b0;
			MEM_WR <= 1'b0;
			WrBufRead <= 1'b0;
			RdBufRead <= 1'b0;
			RdBufWrite <= 1'b0;
			MEM_VLD <= 1'b0;
			MEM_FIN <= 1'b0;
			next_wait_cntr <= waitCntr;
		end
		STA_SEL_REQ_WAIT: begin
			next_SELECT_ORDER <= {SELECT_ORDER[2:0], SELECT_ORDER[3]}; 
			next_SELECTED_DEVICE <= SELECTED_DEVICE;
			next_DEV_CMD <= DEV_CMD;
			next_DEV_ADDR <= DEV_ADDR;
			MEM_CEN <= 1'b0;
			MEM_WR <= 1'b0;
			WrBufRead <= 1'b0;
			RdBufRead <= 1'b0;
			RdBufWrite <= 1'b0;
			MEM_VLD <= 1'b0;
			MEM_FIN <= 1'b0;
			next_wait_cntr <= waitCntr;
		end
		STA_SEL_TOP: begin
			next_SELECT_ORDER <= SELECT_ORDER;
			next_SELECTED_DEVICE <= 4'b0001;
			next_DEV_CMD <= TOP_CMD;
			next_DEV_ADDR <= TOP_ADDR;
			MEM_CEN <= 1'b0;
			MEM_WR <= 1'b0;
			WrBufRead <= 1'b0;
			RdBufRead <= 1'b0;
			RdBufWrite <= 1'b0;
			MEM_VLD <= 1'b0;
			MEM_FIN <= 1'b0;
			next_wait_cntr <= waitCntr;
		end
		STA_SEL_CCM: begin
			next_SELECT_ORDER <= SELECT_ORDER;
			next_SELECTED_DEVICE <= 4'b0010;
			next_DEV_CMD <= CCM_CMD;
			next_DEV_ADDR <= CCM_ADDR;
			MEM_CEN <= 1'b0;
			MEM_WR <= 1'b0;
			WrBufRead <= 1'b0;
			RdBufRead <= 1'b0;
			RdBufWrite <= 1'b0;
			MEM_VLD <= 1'b0;
			MEM_FIN <= 1'b0;
			next_wait_cntr <= waitCntr;
		end
		STA_SEL_PRE: begin
			next_SELECT_ORDER <= SELECT_ORDER;
			next_SELECTED_DEVICE <= 4'b0100;
			next_DEV_CMD <= PRE_CMD;
			next_DEV_ADDR <= PRE_ADDR;
			MEM_CEN <= 1'b0;
			MEM_WR <= 1'b0;
			WrBufRead <= 1'b0;
			RdBufRead <= 1'b0;
			RdBufWrite <= 1'b0;
			MEM_VLD <= 1'b0;
			MEM_FIN <= 1'b0;
			next_wait_cntr <= waitCntr;
		end
		STA_SEL_IDP: begin
			next_SELECT_ORDER <= SELECT_ORDER;
			next_SELECTED_DEVICE <= 4'b1000;
			next_DEV_CMD <= IDP_CMD;
			next_DEV_ADDR <= IDP_ADDR;
			MEM_CEN <= 1'b0;
			MEM_WR <= 1'b0;
			WrBufRead <= 1'b0;
			RdBufRead <= 1'b0;
			RdBufWrite <= 1'b0;
			MEM_VLD <= 1'b0;
			MEM_FIN <= 1'b0;
			next_wait_cntr <= waitCntr;
		end
		STA_DECODE_CMD: begin
			next_SELECT_ORDER <= SELECT_ORDER;
			next_SELECTED_DEVICE <= 4'd0;
			next_DEV_CMD <= DEV_CMD;
			next_DEV_ADDR <= DEV_ADDR;
			MEM_CEN <= 1'b0;
			MEM_WR <= 1'b0;
			WrBufRead <= 1'b0;
			RdBufRead <= 1'b0;
			RdBufWrite <= 1'b0;
			MEM_VLD <= 1'b0;
			MEM_FIN <= 1'b0;
			next_wait_cntr <= waitCntr;
		end
		STA_READ_REQ: begin
			next_SELECT_ORDER <= SELECT_ORDER;
			next_SELECTED_DEVICE <= SELECTED_DEVICE;
			next_DEV_CMD <= DEV_CMD;
			next_DEV_ADDR <= DEV_ADDR;
			MEM_CEN <= 1'b0;
			MEM_WR <= 1'b0;
			WrBufRead <= 1'b0;
			RdBufRead <= 1'b0;
			RdBufWrite <= 1'b0;
			MEM_VLD <= 1'b0;
			MEM_FIN <= 1'b0;
			next_wait_cntr <= waitCntr;
		end
		STA_READ_WAIT: begin
			next_SELECT_ORDER <= SELECT_ORDER;
			next_SELECTED_DEVICE <= SELECTED_DEVICE;
			next_DEV_CMD <= DEV_CMD;
			next_DEV_ADDR <= DEV_ADDR;
			MEM_CEN <= 1'b1;
			MEM_WR <= 1'b0;
			WrBufRead <= 1'b0;
			RdBufRead <= 1'b0;
			RdBufWrite <= 1'b0;
			MEM_VLD <= 1'b0;
			MEM_FIN <= 1'b0;
			next_wait_cntr <= waitCntr + 1;
		end
		STA_READ_BUFF: begin
			next_SELECT_ORDER <= SELECT_ORDER;
			next_SELECTED_DEVICE <= SELECTED_DEVICE;
			next_DEV_CMD <=  {DEV_CMD[3], DEV_CMD[2:0] - 3'd1};
			next_DEV_ADDR <= DEV_ADDR + 32'd4;
			MEM_CEN <= 1'b0;
			MEM_WR <= 1'b0;
			WrBufRead <= 1'b0;
			RdBufRead <= 1'b0;
			RdBufWrite <= 1'b1;
			if(DEV_CMD[2:0] == 3'd0) MEM_VLD <= 1'b1; 
			else MEM_VLD <= 1'b0;
			MEM_FIN <= 1'b0;
			next_wait_cntr <= waitCntr;
		end
		STA_POP_RD_BUFF: begin
			next_SELECT_ORDER <= SELECT_ORDER;
			next_SELECTED_DEVICE <= SELECTED_DEVICE;
			next_DEV_CMD <= DEV_CMD;
			next_DEV_ADDR <= DEV_ADDR;
			MEM_CEN <= 1'b0;
			MEM_WR <= 1'b0;
			WrBufRead <= 1'b0;
			RdBufRead <= 1'b1;
			RdBufWrite <= 1'b0;
			MEM_VLD <= 1'b0;
			if(rdCnt == 1) MEM_FIN <= 1'b1;
			else MEM_FIN <= 1'b0;
			next_wait_cntr <= waitCntr;
		end
		STA_WRT_REQ: begin
			next_SELECT_ORDER <= SELECT_ORDER;
			next_SELECTED_DEVICE <= SELECTED_DEVICE;
			next_DEV_CMD <= DEV_CMD;
			next_DEV_ADDR <= DEV_ADDR;
			MEM_CEN <= 1'b0;
			MEM_WR <= 1'b1;
			WrBufRead <= 1'b1;
			RdBufRead <= 1'b0;
			RdBufWrite <= 1'b0;
			MEM_VLD <= 1'b0;
			MEM_FIN <= 1'b0;
			next_wait_cntr <= waitCntr;
		end
		STA_WRT_WAIT: begin
			next_SELECT_ORDER <= SELECT_ORDER;
			next_SELECTED_DEVICE <= SELECTED_DEVICE;
			next_DEV_CMD <= DEV_CMD;
			next_DEV_ADDR <= DEV_ADDR;
			MEM_CEN <= 1'b1;
			MEM_WR <= 1'b1;
			WrBufRead <= 1'b0;
			RdBufRead <= 1'b0;
			RdBufWrite <= 1'b0;
			MEM_VLD <= 1'b0;
			MEM_FIN <= 1'b0;
			next_wait_cntr <= waitCntr;
		end
		STA_WRT_BUFF: begin
			next_SELECT_ORDER <= SELECT_ORDER;
			next_SELECTED_DEVICE <= SELECTED_DEVICE;
			next_DEV_CMD <= {DEV_CMD[3], DEV_CMD[2:0] - 3'd1}; 
			next_DEV_ADDR <= DEV_ADDR + 32'd4;
			MEM_CEN <= 1'b0;
			MEM_WR <= 1'b0;
			WrBufRead <= 1'b0;
			RdBufRead <= 1'b0;
			RdBufWrite <= 1'b0;
			MEM_VLD <= 1'b0;
			if(DEV_CMD[2:0] == 3'd1) MEM_FIN <= 1'b1;
			else MEM_FIN <= 1'b0;
			next_wait_cntr <= waitCntr;
		end
		default: begin
			next_SELECT_ORDER <= 4'dx;
			next_SELECTED_DEVICE <= 4'dx;
			next_DEV_CMD <= 32'dx;
			next_DEV_ADDR <= 32'dx;
			MEM_CEN <= 1'bx;
			MEM_WR <= 1'bx;
			WrBufRead <= 1'bx;
			RdBufRead <= 1'bx;
			RdBufWrite <= 1'bx;
			MEM_VLD <= 1'bx;
			MEM_FIN <= 1'dx;
			next_wait_cntr <= 4'dx;
		end
		endcase
	end
endmodule
==> design/flow/run.sh <==
#!/bin/bash
# OpenROAD 26Q1-2900-gdf79404cd8, Yosys 0.63+post, stock flow scripts
make -C /OpenROAD-flow-scripts/flow DESIGN_CONFIG=/design/flow/config.mk WORK_HOME=/design/flow/orfs finish
==> design/flow/config.mk <==
export PLATFORM = sky130hd
export DESIGN_NAME = MemoryControl
export DESIGN_NICKNAME = MemoryControl
export VERILOG_FILES = /design/flow/design.v
export SDC_FILE = /design/flow/constraint.sdc
export NUM_CORES = 4
export LEC_CHECK = 1
export CORE_UTILIZATION = 30
==> design/flow/constraint.sdc <==
current_design MemoryControl

set clk_period 6.9
set clk_io_pct 0.2

create_clock -name clk0 -period $clk_period [get_ports {clk}]

set non_clock_inputs [all_inputs -no_clocks]
set_input_delay [expr $clk_period * $clk_io_pct] -clock clk0 $non_clock_inputs
set_output_delay [expr $clk_period * $clk_io_pct] -clock clk0 [all_outputs]
==> insert_results.sql <==
-- physical implementation figures
INSERT INTO impl_metrics (metric_group, metric, value, unit) VALUES
('place', 'post_dp_cell_area', '32420', 'um2'),
('clock_network', 'number_of_buffers_inserted_during_clock_tree_synthesis', '61', ''),
('floorplan', 'fp.dieW', '309.7', 'um'),
('final_layout', 'layout-drive-gt1-share', '0.1266', ''),
('clock_network', 'worst_setup_hold_path_clk_slew', '0.06', 'ns'),
('floorplan', 'num_io_pins', '319', ''),
('floorplan', 'fp_util', '0.3035', ''),
('synth', 'yosys-dominant-comb-family', 'AND-OR/OR-AND gates', ''),
('synth', 'ys_chip_area', '28410', 'um2'),
('clock_network', 'number_of_hold_buffers_added_after_cts', '0', ''),
('routing', 'detail_route.drc_violations', '0', ''),
('synth', 'yosys.area.top_type_share', '0.5412', ''),
('grt', 'overflow', '0', ''),
('run', 'warning_count', '101', ''),
('grt', 'grt_first_pass_wirelength', '156100', 'um'),
('synth', 'synthDominantAreaCellType', 'edfxtp_1', ''),
('routing', 'detailedRoute.firstIterationViolations', '2528', ''),
('synth', 'synth.yosys.seq_area_share', '0.6073', ''),
('setup_path', 'cp_data_arrival_time', '4.38', 'ns'),
('routing', 'drt_pass1_iterations', '7', ''),
('setup_path', 'timing.critical_path.to_type', 'primary output', ''),
('final_timing', 'timing.final.crit_period', '5.756', 'ns'),
('grt', 'gr-usage-met2', '0.3283', ''),
('routing', 'ant_nets', '0', ''),
('synth', 'yosys.cell_types.count', '79', ''),
('floorplan', 'row_count', '112', ''),
('setup_path', 'worst_path_max_delay_cell', 'buf_4', ''),
('final_timing', 'final_hold_viol_count', '0', ''),
('floorplan', 'die_area', '95930', 'um2'),
('synth', 'enable_flop_cells', '512', ''),
('clock_network', 'clock.latency.late_pin', '0.67', 'ns'),
('final_layout', 'final_cell_area', '34430', 'um2'),
('clock_network', 'clock_tree.root_cell', 'clkbuf_16', ''),
('power', 'leakage', '0.01135', 'uW'),
('place', 'gpl.final_weighted_congestion', '0.9630', ''),
('final_timing', 'setup_total_negative_slack', '0', 'ns'),
('final_timing', 'timing.fmax', '173.7', 'MHz'),
('setup_path', 'timing.critical_path.buf_inv', '4', ''),
('clock_network', 'tritoncts_clock_tree', 'yes', ''),
('synth', 'number_of_synthesized_register_bits', '587', ''),
('setup_path', 'worst_path_dominant_cell_family', 'buffers and inverters', ''),
('final_timing', 'clock-skew-final', '0.04644', 'ns'),
('setup_path', 'critPathLaunchType', 'flip-flop', ''),
('final_timing', 'final-max-slew-violation-count', '0', ''),
('clock_network', 'htreeDepth', '2', ''),
('routing', 'drt_wl_total', '109700', 'um'),
('synth', 'syn-instance-count', '2318', ''),
('grt', 'gr_util_met3', '0.1792', ''),
('routing', 'post_drt_wl_per_cell', '28.59', 'um'),
('clock_network', 'post-cts-setup-buffers', '0', ''),
('status', 'result_of_the_run', 'finished clean', ''),
('final_timing', 'post-route-period-util', '0.8342', ''),
('synth', 'ff_type', 'edfxtp_1', ''),
('setup_path', 'critPathMaxFanout', '37', ''),
('synth', 'synth-cells-yosys', '2318', ''),
('final_layout', 'fillCellCount', '8977', ''),
('setup_path', 'crit_path_frequent_cell', 'buf_4', ''),
('floorplan', 'core_region_area', '93610', 'um2'),
('setup_path', 'critical_path.cell_chain', 'ha_2 -> buf_4 -> buf_4 -> nor3_1 -> nand2_2 -> buf_4 -> o21ai_0 -> a221oi_1 -> a31oi_1 -> clkdlybuf4s50_1', ''),
('grt', 'met1_usage', '0.2764', ''),
('setup_path', 'critical_path_required', '5.52', 'ns'),
('final_timing', 'unrepaired_setup_endpoints_after_global_routing', 'no', ''),
('grt', 'grt_usage', '0.2362', ''),
('synth', 'adder_cell_share_of_the_synthesized_area', '0.007927', ''),
('grt', 'grt_pass1_vias', '23217', ''),
('final_timing', 'report.final.setup_viol', '0', ''),
('routing', 'routed_via_density', '5.999', ''),
('setup_path', 'critical_path_class', 'reg -> out', ''),
('synth', 'synth_async_reset_ratio', '0.1278', ''),
('clock_network', 'cts_max_path_buffers', '3', ''),
('synth', 'synth.cell_area', '28410', 'um2');
[power by group]
part           internal, uW  switching, uW  total, uW
clock network          1900           1410       3320
logic                  3120           5850       8970
registers              5800            554       6350
[through the flow]
step	hold WS (ns)	worst slack [ns]	utilization	std cells
after floorplan	0.4237	2.524	-	2349
after global placement	0.4351	1.941	0.3463	3724
after detailed placement	0.4357	1.943	0.3463	3724
after CTS	0.4499	1.207	0.3677	3836
after global routing	0.4729	0.9226	0.3677	3837
final	0.4504	1.144	0.3678	3838
[worst register-to-register path: cells and delay by family (launching register included)]
family                     cells  cell delay, ns
AOI/OAI and AO/OA              4            0.92
adders and majority gates      1            0.57
buffers and inverters          4            1.40
DFF                            1            0.44
and+or+nand+nor                1            0.72
[area by class of cell]
class                      count  area (um2)  share of cell area
clock buffer                  78        1600             0.04648
antenna                        2       5.005           0.0001454
tap                         1254        1569             0.04557
multi-input combinational   1500       10270              0.2985
inverter                      36       135.1            0.003925
clock inverter                34       405.4             0.01178
sequential                   587       17270              0.5016
timing repair buffer         347        3168             0.09202
[cell usage in the layout, fill, tap and decap left out, drive strengths merged, types with 25 or more instances in the layout]
master / count
a222oi: 87
a22oi: 104
conb: 32
nand2: 162
clkbuf: 78
edfxtp: 512
a22o: 71
a31oi: 57
clkdlybuf4s50: 220
mux2: 52
buf: 127
nor3: 25
mux2i: 67
a21oi: 83
clkinv: 25
nand3: 91
a221oi: 66
o21ai: 149
inv: 36
dfrtp: 73
nor2: 135
[flip-flops by register name, summed over array words and instances, names as in the netlist]
name / count
state: 14
DEV_CMD: 4
waitCntr: 4
SELECT_ORDER: 4
DEV_ADDR: 32
_RdBuf.data_count: 5
_RdBuf.BUFFER: 512
SELECTED_DEVICE: 4
_RdBuf.head: 4
_RdBuf.tail: 4
[cells by family (layout without fill, tap and decap cells)]
logic type,count (synthesis),after routing
other,1,34
flip-flops,587,587
buffers and inverters,262,495
AND-OR/OR-AND,788,788
AND/OR/NAND/NOR,526,526
adder cells (fa/ha/maj),18,18
XOR/XNOR,14,14
multiplexers,122,122
[routing by layer]
layer | share of wire | vias up
met5 | 0.0010 | -
met4 | 0.048 | 12
met3 | 0.18 | 377
met2 | 0.43 | 1816
met1 | 0.34 | 11056
li1 | - | 9764
[worst paths after layout]
kind	startpoint	end	slack (ns)	cells past startpoint
min	state[3]$_DFF_PN0_	state[10]$_DFF_PN0_	0.45	0
min reg2reg	state[3]$_DFF_PN0_	state[10]$_DFF_PN0_	0.45	0
min in group asynchronous	rst_n	DEV_ADDR[28]$_DFFE_PN0N_	0.88	2
max in group asynchronous	rst_n	waitCntr[1]$_DFFE_PN0N_	4.96	3
max reg2reg	_RdBuf.tail[0]$_DFFE_PN0P_	_RdBuf.BUFFER[11][14]$_DFFE_PP_	2.71	10
max	_RdBuf.head[0]$_DFFE_PN0P_	DOUT[30]	1.14	10
Power and IR drop assume default switching activity.
